--- flow/config.mk ---
export PLATFORM = sky130hd
export DESIGN_NAME = Transmitter
export DESIGN_NICKNAME = Transmitter
export VERILOG_FILES = /design/flow/design.v
export SDC_FILE = /design/flow/constraint.sdc
export NUM_CORES = 4
export LEC_CHECK = 1
export CORE_UTILIZATION = 40
--- flow/constraint.sdc ---
current_design Transmitter

set clk_period 6.7
set clk_io_pct 0.2

create_clock -name clk0 -period $clk_period [get_ports {Clk}]

set non_clock_inputs [all_inputs -no_clocks]
set_input_delay [expr $clk_period * $clk_io_pct] -clock clk0 $non_clock_inputs
set_output_delay [expr $clk_period * $clk_io_pct] -clock clk0 [all_outputs]
--- flow/design.v ---
`timescale 1ns / 1ps
module Scrambler(Clk, Reset, Start, Seed, x, y);
	input Clk, Reset, Start, x;
	input [6:0]Seed;
	output y;
	wire Clk, Reset, x;
	wire [6:0]Seed;
	wire y;
	reg [6:0]ShSeed;
	wire z;
	assign z = ShSeed[6] ^ ShSeed[3];
	assign y = z ^ x;
	always@(posedge Clk) begin
		if(Reset || (!Start)) begin
			ShSeed <= Seed;
		end else if(Start) begin
			ShSeed <= {ShSeed[5:0], z};
		end
	end
endmodule
`timescale 1ns / 1ps
module Transmitter(Clk, Reset, x, y, Enable, num_pads);
	input Clk, Reset, x, Enable;
	input [2:0]num_pads;  
	output y;
	wire Clk, Reset, x, Enable;
	reg y;
	reg [11:0]Length,Length_Next;  
	reg [10:0]State;  
	reg [11:0]Preamble,Queue;  
	reg [12:0]datalength;  
	reg start;  
	wire out_scrambler;
	wire sent_Preamble;  
	wire [12:0]endlength;
	assign sent_Preamble = !(|Preamble);  
	assign endlength = Length + 3'b101 + num_pads;  
	Scrambler scrambler (
    .Clk(Clk), 
    .Reset(Reset), 
    .Start(start), 
    .Seed(7'd111), 
    .x(Queue[11]), 
    .y(out_scrambler)
    );
	always @(State, out_scrambler, x, Length, sent_Preamble, Enable, Queue) begin
		if(State > 11'd23) begin  
			y = out_scrambler;
			start = 1'b1;
		end else if(sent_Preamble) begin  
			y = Queue[11];
			start = 1'b0;
		end else if(Enable) begin  
			y = 1'b1;
			start = 1'b0;
		end else begin  
			y = 1'b0;
			start = 1'b0;
		end
		if(State>7'd4 && State<7'd17)  
			Length_Next = {Length[10:0],Queue[11]};
		else
			Length_Next = Length;
	end
	always @(posedge Clk) begin
		if(Reset || !Enable) begin
			State <= 11'd0;
			Length <= 12'd0;
			Preamble <= 12'hFFF;
			datalength <= 13'd0;
		end else if(Enable) begin
			if(sent_Preamble) begin
				State <= State + 1'b1;  
				Length <= Length_Next;
				datalength <= datalength + 1'b1;
				if(!(|(datalength^{endlength, 3'b000})) && State > 11'd28) begin  
					Preamble <= 12'hFFF;
					State <= 11'd0;
					Length <= 12'd0;
					datalength <= 13'd0;
				end
			end else begin
				Preamble <= Preamble << 1;  
			end
		end
		Queue <= {Queue[10:0],x};  
	end
endmodule
--- flow/run.sh ---
#!/bin/bash
# OpenROAD 26Q1-2900-gdf79404cd8, Yosys 0.63+post, stock flow scripts
make -C /OpenROAD-flow-scripts/flow DESIGN_CONFIG=/design/flow/config.mk WORK_HOME=/design/flow/orfs finish
==> impl_metrics.py <==
# Auto-generated metrics
metrics = {
    "outcome": {
        "status": "finished clean",
    },
    "final_layout": {
        "lay_top_cells": "dfxtp_1 (67), nand3_1 (32), nand2_1 (31)",
        "drive_gt1_share_pct": 7.21,
        "lay_top_count": "dfxtp_1",
        "finalNonFillerCells": 429,
        "syn2layout_area_growth_pct": 10.9,
        "final_core_util_pct": 46.7,
    },
    "floorplanning": {
        "die-area_mm2": 0.00761,
        "io-pin-count": 8,
        "die_x_um": 87.3,
        "die_y_um": 87.3,
        "core_area_mm2": 0.00691,
        "fp_util_pct": 42.1,
        "rows": 30,
    },
    "worst_hold_path": {
        "hold_path.class": "flop to flop",
        "hp-start": "Queue[10]$_DFF_P_",
        "holdPathStages": 0,
        "worstHoldEndpoint": "Queue[11]$_DFF_P_",
    },
    "logic_synthesis": {
        "synth_cell_types": 42,
        "ys_ff": 67,
        "synth_area_mm2": 0.00291,
        "yosysChipArea_mm2": 0.00291,
        "async_flop_share_pct": 0,
        "synth_cells": 325,
        "flop_cell": "dfxtp_1",
        "yosysWarnings": 2,
        "edf_count": 0,
        "yosys-stat-cells": 325,
        "synth_area_per_cell_um2": 8.95,
        "synth_seq_share_pct": 46.1,
    },
    "routing": {
        "drc": 0,
        "wl_um": 5050,
        "avgRoutedWirePerCell_um": 11.8,
        "drtPass1Iterations": 4,
        "vias": 2090,
        "via_per_inst": 4.87,
        "antenna_left": 0,
        "diodes": 0,
        "drt_iter0_markers": 69,
    },
    "global_routing": {
        "grt_overflow": 0,
        "track_usage_pct": 15.5,
        "grt_max_degree": 29,
        "grt_first_pass_wirelength_um": 9070,
        "grt_pass1_vias": 1929,
        "antenna_found_initial": 0,
    },
    "sta": {
        "finalHoldViolCount": 0,
        "rsz0062_at_grt": "no",
        "fin_crit_sh_pct": 68.5,
        "setup_viol": 0,
        "worst_pin_slew_ps": 846,
        "fin_ws_ps": 2110,
        "fin_tns_setup_ps": 0,
        "layout_min_cycle_time_ps": 4590,
        "maxSlewHeadroom_pct": 43.4,
        "fmax_mhz": 218,
        "drv_slew": 0,
        "skew_ps": 8.46,
    },
    "clocking": {
        "cts_root_buf": "clkbuf_8",
        "ctsResizeCount": 0,
        "cts_made_buffers": 9,
        "cts_num_sinks": 67,
        "cts_setup_buffers": 0,
        "clk_latency_ps": 330,
        "cts_tree": "done",
        "htree_levels": 3,
        "hold_buffers": 0,
        "clockBufferDepth": 2,
        "clkTransAtPathRegs_ps": 70,
    },
    "placement": {
        "place_inst": 414,
        "port_buffers": 7,
        "gp_congestion": 0.834,
        "pre_cts_ws_ps": 1750,
        "dp_hpwl_um": 3510,
    },
    "worst_setup_path": {
        "critPathKind": "input port to flop",
        "path_max_fanout": 13,
        "start_kind": "input port",
        "regToRegSetupSlack_ps": 3180,
        "crit_arrival_ps": 4770,
        "cp-end-kind": "flop",
        "required_ps": 6880,
        "r2r-start": "Length[1]$_SDFFE_PP0P_",
        "r2r_end": "Length[7]$_SDFFE_PP0P_",
        "r2r_cells": 11,
    },
    "job": {
        "warnings": 27,
        "drv_cap": 0,
    },
    "power_and_ir_drop": {
        "p_leak_nw": 1.15,
        "p_per_area_mw_per_mm2": 234,
        "ir_worst_vdd_mv": 0.133,
    },
}
-- flip-flops by register name (all words and copies together), names as in the netlist --
register          flops
Preamble             12
State                11
Queue                12
scrambler.ShSeed      7
Length               12
datalength           13
-- report_power, final --
part           internal (mW)  total, mW  switching [mW]
Clock                  0.190      0.327           0.138
Combinational        0.00985     0.0219          0.0120
Sequential             0.404      0.406         0.00189
Total                  0.604      0.755           0.151
-- synthesized netlist by cell type, types with 3 or more instances --
| master | n | share of area, % |
|---|---|---|
| a21o_1 | 4 | 1.0 |
| a21oi_1 | 11 | 1.9 |
| a31oi_1 | 3 | 0.65 |
| and3_1 | 8 | 1.7 |
| clkbuf_1 | 10 | 1.3 |
| dfxtp_1 | 67 | 46 |
| ha_1 | 10 | 4.3 |
| inv_1 | 18 | 2.3 |
| nand2_1 | 31 | 4.0 |
| nand3_1 | 32 | 5.5 |
| nand4_1 | 4 | 0.86 |
| nor2_1 | 30 | 3.9 |
| nor2b_1 | 4 | 0.86 |
| nor3_1 | 5 | 0.86 |
| nor4_1 | 5 | 1.1 |
| o22ai_1 | 8 | 1.7 |
| o32ai_1 | 3 | 0.90 |
| or2_2 | 7 | 1.5 |
| or3_1 | 6 | 1.3 |
| xnor2_1 | 15 | 4.5 |
| xor2_1 | 16 | 4.8 |
-- routing by layer --
| metal | part of all wire [%] | GRT usage [%] | wire [µm] | vias up |
|---|---|---|---|---|
| li1 | - | - | - | 1118 |
| met1 | 52 | 24.5 | 2610 | 943 |
| met2 | 43 | 23.0 | 2180 | 23 |
| met3 | 3.7 | 3.65 | 187 | 6 |
| met4 | 1.3 | 1.94 | 68 | 0 |
| met5 | 0 | 0 | 0 | - |
-- through the flow --
step	total power [mW]	instance area [µm²]	hold slack [ps]
global placement	0.436	3030	312
finish	0.755	3220	326
floorplan	0.429	2910	310
global route	0.790	3220	335
CTS	0.768	3220	327
detailed placement	0.436	3030	312
-- how the worst max path moves through the flow --
stage               start                     end
global route  num_pads[0]  Length[7]$_SDFFE_PP0P_
CTS           num_pads[1]  Length[7]$_SDFFE_PP0P_
finish        num_pads[1]  Length[7]$_SDFFE_PP0P_
-- critical path, cell delays in order --
cell and delay (ps):
clkdlybuf4s50_1 400, ha_1 290, ha_1 210, inv_1 70, fa_1 430, xnor2_1 140
nor4_1 170, nand4_1 150, a311oi_2 270, o2111ai_2 400, nor2_1 710, o22ai_1 190
-- cells by family after synthesis --
family          Yosys count  share of synthesized area, %
simple gates            141                          23.9
flops                    67                          46.1
compound gates           39                          9.68
buf+inv                  33                          4.91
xor+xnor                 31                          9.34
fa+ha+maj                12                          5.34
mux                       2                         0.688
-- layout make-up --
cell class	count	area (µm²)
Clock buffer	13	159
Fill cell	696	3680
Timing Repair Buffer	8	77.6
Inverter	18	67.6
Sequential cell	67	1340
Multi-Input combinational cell	225	1420
Tap cell	96	120
Clock inverter	2	35.0
Power is estimated from default activity; no workload was simulated.
