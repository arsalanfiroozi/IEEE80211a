==> ./design.v <==
`timescale 1ns / 1ps
module DeScrambler(Clk, Reset, x, y, Start);
	input Clk, Reset, x, Start;
	output y;
	wire Clk, Reset, x;
	wire y;
	reg [6:0]ShSeed;  
	reg [3:0]Counter; 
	reg f;  
	wire z;
	assign z = ShSeed[6] ^ ShSeed[3];
	assign y = (Counter > 7'd6)?((Counter != 7'd7)?z ^ x:ShSeed[6] ^ ShSeed[3] ^ x):1'b0;
	always@(posedge Clk) begin
		if(Reset || (!Start)) begin
			ShSeed <= 7'd0;
			Counter <= 7'd0;
			f <= 1'b0;
		end else if(Start) begin
			if(f == 1'b1) begin  
				ShSeed <= {ShSeed[5:0], z};  
			end else begin 
				ShSeed <= {ShSeed[5:0], x};
				if(Counter == 7'd7) begin  
					f <= 1'b1;
					ShSeed <= {ShSeed[5],ShSeed[4],ShSeed[3],ShSeed[2],ShSeed[1],ShSeed[0],ShSeed[6]^ShSeed[3]};
				end
				Counter <= Counter + 1'b1;
			end
		end
	end
endmodule
`timescale 1ns / 1ps
module Receiver(Clk, Reset, x, y, num_pads);
	input Clk, Reset, x;
	input [2:0]num_pads;  
	output y;
	wire Clk, Reset, x;
	reg y;
	reg y_next;
	reg [11:0]Length,Length_Next;  
	reg [10:0]State;  
	reg [11:0]Preamble;  
	reg [12:0]datalength;  
	wire PreambleCheck;  
	reg start; 
	wire out_descrambler;
	wire [12:0]endlength;
	assign endlength = Length + 3'b101 + num_pads;  
	assign PreambleCheck = &Preamble[11:0];  
	DeScrambler descrambler (
    .Clk(Clk), 
    .Reset(Reset), 
    .Start(start), 
    .x(x), 
    .y(out_descrambler)
    );
	always @(State, out_descrambler, x, Length, PreambleCheck) begin
		if(State > 11'd23 && PreambleCheck) begin  
			y_next = out_descrambler;
			start = 1'b1;
		end else if(PreambleCheck) begin  
			y_next = x;
			start = 1'b0;
		end else begin  
			y_next = 1'b0;
			start = 1'b0;
		end
		if(State>7'd4 && State<7'd17)
			Length_Next = {Length[10:0],x};
		else
			Length_Next = Length;
	end
	always @(posedge Clk) begin
		if(Reset || (!PreambleCheck)) begin
			State <= 11'd0;
			Length <= 12'd0;
			datalength <= 13'd0;
			if(Reset)  
				Preamble <= 12'd0;
			else
				Preamble <= {Preamble[10:0],x};
		end else begin
			State <= State + 1'b1;  
			Length <= Length_Next;
			datalength <= datalength + 1'b1;
			if(!(|(datalength^{endlength, 3'b000})) && State > 11'd28) begin  
				Preamble <= 12'd0;
				Length <= 12'd0;
				datalength <= 13'd0;
			end
		end
		y <= y_next;
	end
endmodule
==> ./run.sh <==
#!/bin/bash
# OpenROAD 26Q1-2900-gdf79404cd8, Yosys 0.63+post, stock flow scripts
make -C /OpenROAD-flow-scripts/flow DESIGN_CONFIG=/design/flow/config.mk WORK_HOME=/design/flow/orfs finish
==> ./config.mk <==
export PLATFORM = sky130hd
export DESIGN_NAME = Receiver
export DESIGN_NICKNAME = Receiver
export VERILOG_FILES = /design/flow/design.v
export SDC_FILE = /design/flow/constraint.sdc
export NUM_CORES = 4
export LEC_CHECK = 1
export CORE_UTILIZATION = 50
==> ./constraint.sdc <==
current_design Receiver

set clk_period 7.6
set clk_io_pct 0.2

create_clock -name clk0 -period $clk_period [get_ports {Clk}]

set non_clock_inputs [all_inputs -no_clocks]
set_input_delay [expr $clk_period * $clk_io_pct] -clock clk0 $non_clock_inputs
set_output_delay [expr $clk_period * $clk_io_pct] -clock clk0 [all_outputs]
==> run summary <==
fresh numbers from the pnr run: final critical-path required period 4344 ps, via density per instance 5.184, startpoint types primary input, synthesis area per yosys 3103 um2, post-DR wirelength/cell 12.73 um, vias in the first global route 1,908, CTS Sinks 61, Hold Path Class reg2reg, WL met1 2426 um, Power Density 174.5 nW/um2, Post-Synth Adder-Cell Area 5.484%, met3 WL 157 um, CTS tree yes, ys async rst share 0%, # rows 28, pre-CTS setup slack 2880 ps, I/O Pins 7, RSZ-0062 raised after global routing false, total number of vias 2,027, Commonest flop dfxtp_1, setup repair bufs after CTS 0, cells resized by post-CTS repair 0, sequential fraction of the synthesis area 43.23%, stage-log warning count 28, Design Area, Final 3363 um2, die width 80.78 um, Final Wtd Congestion 0.7618, distinct lib cells 50, Post-Place Cells 375, final std cells w/o fill 391, Least-Margin Pin Slew 549.8 ps, # Max-Cap Violations 0, Max VDD drop 0.0001370 V, final setup fails 0, setup ws final 3256 ps, clock latency (worst-skew pair) 330 ps, dpl cell area 3194 um2, DRC 0, final wirelength 4977 um, hold buffers post-CTS 0, worst-path fanout max 12, post-synthesis average cell area 10.27 um2, CTS H-Tree Depth 3, DR pass1 iterations 4, met2 routed WL 2321 um, Leakage 1.176 nW, Ant. Diodes 0, Slew Viols, Final 0, yosys cell count 302, gr ovfl total 0, most frequent logic cell in the layout dfxtp_1, Die Span Y 80.78 um, FF+latch count, synth 61, yosys aoi share 5.081%, GRT Overall Usage 17.99%, critical path endpoint category register, crit path kind in2reg, crit path DRT 7610 ps, count of library flops with an enable pin 12, xor/xnor share 9.032%, Layout fillers 561, first-pass GRT wire length 8728 um, Core ar. 5956 um2, largest net degree at the start of global routing 40, FP Util 52.10%, Synth warnings 2, Iter 0 DRT Violations 60, max layer used met4, post-synthesis simple-gate area fraction 26.73%, Root Buffer clkbuf_8, Area growth, synth to finish 8.387%, CP arrival 4350 ps, layout cells sized above 1 15.82%, Slew Limit Headroom 63.21%, Routed Antenna Nets 0, Tcrit/Tclk final 57.16%, Port-buffer cells 6, clk_skew 7.517 ps, clock slew at reported path FFs 60 ps, most numerous logic cells after layout dfxtp_1 (49), nor2_1 (25), nor3_2 (23), initial antenna violation count 0, Syn Std Cell Area 3103 um2, Num CTS Buffers 9, DIE AREA 6525 um2, outcome complete, no violations, Multiplexer share 5.887%, Final Hold Viols 0, Main logic family simple AND/OR/NAND/NOR gates, clock buffer depth 2, fmax 230.2 MHz, cell count after synthesis 302, TNS Setup 0 ps, DP HPWL 3329 um
==> metal layers <==
layer / up-vias / GRT usage (%)
met3: 6 / 4.561
met5: - / 0
met2: 16 / 28.90
met4: 0 / 1.964
li1: 1067 / -
met1: 938 / 26.43
==> synth_stat cells (all sizes together), types with 2 or more instances <==
cell type / instances / area [um2]
buf: 5 / 56.30
nand3: 11 / 55.05
nor2: 25 / 93.84
and3b: 2 / 17.52
and2: 19 / 118.9
nand2: 12 / 45.04
xnor2: 15 / 131.4
and2b: 2 / 15.01
a21oi: 7 / 38.79
ha: 12 / 150.1
and3: 3 / 18.77
nand4: 6 / 37.54
nor3: 29 / 260.3
o21ai: 6 / 30.02
edfxtp: 12 / 360.4
nor2b: 3 / 18.77
clkbuf: 5 / 20.01
or3: 4 / 30.03
a31oi: 4 / 31.28
nor3b: 3 / 22.52
xor2: 17 / 148.9
nor4: 2 / 27.53
mux2: 2 / 22.52
dfxtp: 49 / 980.9
inv: 15 / 56.30
mux2i: 16 / 160.2
==> metrics by stage <==
stage / utilization, % / power (mW) / hold WS, ps
final: 56.47 / 0.5868 / 425.7
after global routing: 56.47 / 0.6138 / 444.4
after CTS: 56.47 / 0.5962 / 429.0
after detailed placement: 53.63 / 0.3492 / 413.0
after global placement: 53.63 / 0.3493 / 408.8
after floorplan: - / 0.3448 / 405.7
==> final cells by class <==
cell class	instances	area, um2	area share [%]
well taps	75	93.84	2.790
multi-input cells	215	1620	48.18
clock buffers	11	141.4	4.204
clock inverters	5	27.53	0.8185
inverters	15	56.30	1.674
repair buffers	9	82.58	2.455
flip-flops and latches	61	1341	39.88
==> final timing paths <==
kind | slack (ps) | end | cells after the start | from
max | 3260 | Preamble[11] | 10 | num_pads[1]
min | 430 | descrambler.ShSeed[3] | 1 | descrambler.ShSeed[2]
max reg2reg | 4540 | Preamble[11] | 9 | Length[1]
min reg2reg | 430 | descrambler.ShSeed[3] | 1 | descrambler.ShSeed[2]
==> flip-flops by register name, summed over array words and instances (netlist names) <==
name	cells
State	11
y	1
descrambler.Counter	4
descrambler.ShSeed	7
Preamble	12
descrambler.f	1
Length	12
datalength	13
==> report_power, final <==
part | internal (mW) | switching, mW | total (mW)
combinational | 0.00650 | 0.00538 | 0.0119
sequential | 0.330 | 0.000406 | 0.330
clock | 0.125 | 0.120 | 0.245
==> critical path: stages <==
cell and delay (ps):
clkdlybuf4s50_1 410, ha_1 290, ha_1 220, fa_1 420, a21oi_2 180, and2b_1 200
xnor2_1 120, or4_4 490, nor4_4 170, or2_2 330
==> kinds of logic (layout without fill, tap and decap cells) <==
logic type      count (synthesis)  after routing
mux                            18             18
xor+xnor                       32             32
compound gates                 23             23
flops                          61             61
simple gates                  129            129
fa+ha+maj                      13             13
buf+inv                        26             40
No activity file was given, so power comes from the tool's default toggle rates.
